==> design/flow/design.v <==
module serial_to_parallel #(
    parameter WIDTH = 8,
    parameter ENDIAN = 0   
)(
    input clk,
    input rst,
    input serial_in,
    input start,
    output reg [WIDTH-1:0] parallel_out,
    output reg valid
);
    reg [WIDTH-1:0] shift_reg;
    reg [$clog2(WIDTH):0] bit_count;
    reg receiving;
    always @(posedge clk or posedge rst) begin
        if (rst) begin
            shift_reg <= 0;
            bit_count <= 0;
            valid <= 0;
            receiving <= 0;
        end else if (start) begin
            shift_reg <= 0;
            bit_count <= 0;
            valid <= 0;
            receiving <= 1;
        end else if (receiving) begin
            if (ENDIAN == 0)  
                shift_reg <= {serial_in, shift_reg[WIDTH-1:1]};
            else  
                shift_reg <= {shift_reg[WIDTH-2:0], serial_in};
            bit_count <= bit_count + 1;
            if (bit_count == WIDTH-1) begin
                valid <= 1;
                receiving <= 0;
                parallel_out <= (ENDIAN == 0) ? 
                    {serial_in, shift_reg[WIDTH-1:1]} : 
                    {shift_reg[WIDTH-2:0], serial_in};
            end
        end else begin
            valid <= 0;
        end
    end
endmodule
==> design/flow/run.sh <==
#!/bin/bash
# OpenROAD 26Q1-2900-gdf79404cd8, Yosys 0.63+post, stock flow scripts
make -C /OpenROAD-flow-scripts/flow DESIGN_CONFIG=/design/flow/config.mk WORK_HOME=/design/flow/orfs finish
==> design/flow/config.mk <==
export PLATFORM = sky130hd
export DESIGN_NAME = serial_to_parallel
export DESIGN_NICKNAME = serial_to_parallel
export VERILOG_FILES = /design/flow/design.v
export SDC_FILE = /design/flow/constraint.sdc
export NUM_CORES = 4
export LEC_CHECK = 1
export CORE_AREA = 10 10 99 99
export DIE_AREA = 0 0 109 109
==> design/flow/constraint.sdc <==
current_design serial_to_parallel

set clk_period 2.3
set clk_io_pct 0.2

create_clock -name clk0 -period $clk_period [get_ports {clk}]

set non_clock_inputs [all_inputs -no_clocks]
set_input_delay [expr $clk_period * $clk_io_pct] -clock clk0 $non_clock_inputs
set_output_delay [expr $clk_period * $clk_io_pct] -clock clk0 [all_outputs]
==> flow_summary_export.csv <==
group,metric,value,unit
clocking,clockRootBuffer,"clkbuf_8",
route,detail_route.wl_per_cell,7.69,um
yosys,ys_cells,57,
yosys,syn_area,823,sq um
final_layout,drive_gt1_share,13.7,%
timing,setup_viol,0,
setup_path,path_delay_family,"buffers and inverters",
die,initCoreUtil,10.7,%
grt,grt_pass1_wl,2.09,mm
clocking,h-tree-depth,1,
setup_path,cp_cell_sequence,"clkdlybuf4s50_1",
route,first_iter_violations,4,
final_layout,comb_area,226,sq um
yosys,yosysTopAreaCell,"dfrtp_1",
clocking,cts_resized,0,
yosys,yosys_warnings,1,
yosys,yosys_area,823,sq um
route,vias,449,
final_layout,final_cell_mix,"dfrtp_1 (13), clkdlybuf4s50_1 (12), nor2_1 (10), mux2i_1 (8), edfxtp_1 (8)",
final_layout,area_growth,35.6,%
die,rows,32,
yosys,top_cell_area_share,39.5,%
timing,fin_crit_sh,67.0,%
final_layout,regArea,566,sq um
grt,grt_overflow_total,0,
final_layout,largest_register_ffs,8,
setup_path,worst_setup_path_start_kind,"register",
setup_path,crit_fanout,2,
clocking,cts_tree,"built",
timing,rsz0062_at_grt,"false",
grt,first_global_vias,419,
power_and_ir_drop,cellLeakagePower,0.476,nW
yosys,syn_area_per_cell,14.4,sq um
die,dieArea,0.0119,sq mm
setup_path,cp-end-kind,"output pin",
setup_path,worstPathArrival,1.08,ns
grt,antenna_found_initial,0,
clocking,numCtsBuffers,3,
clocking,clk_latency,0.25,ns
die,die_w,109,um
route,routed_wl,1.35,mm
min_path,hold_path_class,"reg2reg",
timing,slew_headroom,66.7,%
route,vias_per_cell,2.57,
power_and_ir_drop,power,666,uW
yosys,syn_inst,57,
power_and_ir_drop,cellPowerDensity,597,mW/mm^2
timing,clock-skew-final,0.00180,ns
route,drc,0,
status,status,"finished, final reports clean",
placed_design,port_buffers,12,
yosys,ys_ff,21,
timing,fmax,648,MHz
setup_path,cp_num_buf_inv,1,
clocking,clk_pin_slew,0.07,ns
route,dr.pass1.iters,2,
grt,grt_max_degree,14,
setup_path,path_class,"reg2out",
placed_design,routabilityCongestion,0.713,
final_layout,lay_top_count,"dfrtp_1",
yosys,synth_cell_types,19,
final_layout,fillers,859,
timing,worstMarginPinSlew,0.499,ns
clocking,clock-sinks,21,
grt,track_usage,2.26,%
die,die_h,109,um
timing,final_hold_viol_count,0,
yosys,postSynthSeqShare,68.7,%
clocking,cts_setup_buffers,0,
placed_design,dp_hpwl,1.02,mm
timing,post-route-min-period,1.54,ns
clocking,ctsHoldBuffers,0,
die,ioPinCount,13,
timing,slew_viol_final,0,
flow_run,warning_count,25,
setup_path,cp_slowest_stage_delay,0.48,ns
timing,setup_tns,0,ns
route,antennaDiodeCount,0,
yosys,topCellsByArea,"dfrtp_1 (40%), edfxtp_1 (29%), mux2i_1 (9.7%), nor2_1 (4.6%), mux2_4 (1.8%)",
setup_path,slowest_stage,"clkdlybuf4s50_1",
power_and_ir_drop,peakVddDrop,0.238,mV
die,core,0.00773,sq mm
setup_path,required,1.84,ns
flow_run,maxCapViolations,0,
route,postRouteAntennaNets,0,
clocking,cts_max_path_buffers,2,
final timing paths:
| check | slack, ns | startpoint | cells after the start | end |
|---|---|---|---|---|
| worst max-delay path | 0.76 | valid | 1 | valid |
| worst min-delay path | 0.46 | shift_reg[1] | 0 | parallel_out[0] |
| worst max register to register | 0.89 | bit_count[0] | 4 | parallel_out[7] |
| worst min register to register | 0.46 | shift_reg[1] | 0 | parallel_out[0] |
| max in group asynchronous | 1.39 | rst | 2 | shift_reg[2] |
| min in group asynchronous | 0.57 | rst | 2 | bit_count[3] |
where the power goes:
part | internal [mW] | switching, mW | total (mW) | leakage, nW
clock | 0.120 | 0.109 | 0.230 | 0.0255
sequential | 0.396 | 0.00726 | 0.403 | 0.245
combinational | 0.0167 | 0.0165 | 0.0332 | 0.205
total | 0.533 | 0.133 | 0.666 | 0.476
routing by layer:
metal  up-vias  part of all wire (%)  track usage, %  routed length, um
met1       210                    43            2.63                573
met3         0                    16            1.97                212
met2        13                    42            3.26                560
met5         -                     0               0                  0
met4         0                     0          0.0942                  0
li1        226                     -               -                  -
cell families (layout without fill, tap and decap cells):
kind of cell	after synthesis	after routing	synth area share, %
buffers and inverters	5	21	3.80
muxes	9	9	11.6
adders and majority gates	1	1	1.52
xor gates and xnor gates	1	1	1.06
AOI/OAI and AO/OA	4	4	3.34
DFF	21	21	68.7
and+or+nand+nor	16	16	10.0
Yosys cell counts:
library cell / n
nor2b_1: 1
nand4_2: 1
ha_1: 1
a21oi_1: 2
buf_6: 1
nand2b_1: 1
inv_1: 2
nand3b_1: 2
a21bo_2: 1
dfrtp_1: 13
xnor2_1: 1
nor2_1: 10
a21o_1: 1
mux2_4: 1
buf_4: 1
nor3_1: 1
buf_2: 1
mux2i_1: 8
edfxtp_1: 8
worst register-to-register path, stage by stage, from the launching register on:
cell and delay, ns:
dfrtp_1 0.40, ha_1 0.21, nand3b_1 0.13, nor3_1 0.19, buf_4 0.20
per-stage QoR:
stage	worst slack (ns)	utilization, %	hold slack (ns)	cells	area, sq um
detailed placement	0.620	13.8	0.440	171	1070
finish	0.758	14.4	0.460	175	1120
floorplan	0.594	-	0.337	57	823
global placement	0.611	13.8	0.429	171	1070
CTS	0.730	14.4	0.459	175	1120
global route	0.698	14.4	0.483	175	1120
layout make-up:
class	count	area share [%]
inverter	2	0.673
clock inverter	1	0.448
tap	102	11.4
timing repair buffer	15	12.8
clock buffer	3	3.70
multi-input combinational	31	20.3
sequential	21	50.7
Power figures rest on the tool's default switching activity, not on a simulated workload.
