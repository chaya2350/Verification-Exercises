File: /design/flow/config.mk
export PLATFORM = sky130hd
export DESIGN_NAME = parallel_to_serial
export DESIGN_NICKNAME = parallel_to_serial
export VERILOG_FILES = /design/flow/design.v
export SDC_FILE = /design/flow/constraint.sdc
export NUM_CORES = 4
export LEC_CHECK = 1
export CORE_AREA = 10 10 70 70
export DIE_AREA = 0 0 80 80
File: /design/flow/constraint.sdc
current_design parallel_to_serial

set clk_period 1.0
set clk_io_pct 0.2

create_clock -name clk0 -period $clk_period [get_ports {clk}]

set non_clock_inputs [all_inputs -no_clocks]
set_input_delay [expr $clk_period * $clk_io_pct] -clock clk0 $non_clock_inputs
set_output_delay [expr $clk_period * $clk_io_pct] -clock clk0 [all_outputs]
File: /design/flow/design.v
module parallel_to_serial(
    input clk,
    input load,
    input [7:0] parallel_in,
    output serial_out
);
    reg [7:0] shift_register;
    integer i;
    always @(posedge clk) begin
        for (i = 0; i < 7; i = i + 1)
            shift_register[i] <= load ? parallel_in[i] : shift_register[i+1];
        shift_register[7] <= parallel_in[7];
    end
    assign serial_out = shift_register[0];
endmodule
File: /design/flow/run.sh
#!/bin/bash
# OpenROAD 26Q1-2900-gdf79404cd8, Yosys 0.63+post, stock flow scripts
make -C /OpenROAD-flow-scripts/flow DESIGN_CONFIG=/design/flow/config.mk WORK_HOME=/design/flow/orfs finish
==> Implementation_results.wiki <==
== Implementation results ==
{| class="wikitable"
! Metric !! Value
|-
| Outcome || finished clean
|-
| Worst setup path startpoint || shift_register[0]$_DFF_P_
|-
| Slew of the pin with the lowest slew margin || 0.1244 ns
|-
| Fraction of layout instances using a drive strength above 1 || about two fifths
|-
| Post-cts hold buffer count || 0
|-
| Post-synthesis cell area || around 280 µm²
|-
| Area share of the largest cell type after synthesis || between 50% and 60%
|-
| Global-route usage over all layers || 1.769%
|-
| Detailed-route DRC error count || 0
|-
| Number of antenna diodes || 0
|-
| Largest register FFs || 8
|-
| Count of endpoints failing hold in the final timing report || 0
|-
| Boundary pin count || 11
|-
| Final Critical Period || roughly 0.91 ns
|-
| RSZ-0062 raised after global routing || false
|-
| Element type at the critical path end || output pin
|-
| Weighted congestion reported at the end of routability-driven placement || ~0.73
|-
| Pre-CTS setup slack || -0.2660 ns
|-
| Number of clock buffers inserted by TritonCTS || 3
|-
| FP Util || about 8.1%
|-
| First-pass GRT wire length || between 800 and 900 µm
|-
| Leading post-synthesis cells by cell area || dfxtp_1, mux2_4, buf_6
|-
| Number of distinct library cell variants in the gate-level netlist after synthesis || 3
|-
| Count of TritonRoute iterations in the first routing pass || 2
|-
| Number of DRC violations after detailed-routing iteration 0 || 3
|-
| Total die area || around 6400 µm²
|-
| Sum of internal, switching and leakage power || 696.9 µW
|-
| CP Cell Sequence || clkdlybuf4s15_1
|-
| Number of global-route vias before repair || 153
|-
| Wirelength per Cell || around 7 µm
|-
| Number of stages on the worst setup path || 1
|-
| Count of instantiated cells in the yosys netlist || 16
|-
| Top cell family by delay on the critical path || flip-flops
|-
| Slowest CP cell || dfxtp_2
|-
| Number of cell instances on the worst register-to-register path || 1
|-
| Peak fanout along the critical path || 1
|-
| Maximum clock frequency || around 1.1 GHz
|-
| Registers with the most flip-flops || shift_register: 8 flops
|-
| Cell at the root of the clock tree || clkbuf_4
|-
| Maximum count of clock buffers along a single path || 2
|-
| WS Path Type || flop to output pin
|-
| Chip width || approximately 80 µm
|-
| Final setup violating endpoints || 0
|-
| Instance area at placement || ~440 µm²
|-
| Overflow left after global routing || 0
|-
| Total via count after detailed routing || around 160
|-
| Portion of the post-synthesis area used by sequential elements || between 50% and 60%
|-
| Worst IR drop on VDD || 0.5896 mV
|-
| Number of instances in the placed design || a little over 70
|-
| Register-to-register setup slack || roughly 0.34 ns
|-
| Reg2reg end || shift_register[0]$_DFF_P_
|-
| Endpoint required time on the critical path || roughly 0.80 ns
|-
| CP startpoint kind || flop
|-
| Syn avg cell area || about 17 µm²
|-
| Synthesis Warnings || 1
|-
| CTS tree || built
|-
| Combined buffer and inverter count along the critical path || 1
|-
| Clk Latency, worst-skew pair || 0.25 ns
|-
| Clock H-tree levels || 1
|-
| Final instance area || between 400 and 500 µm²
|-
| Max-cap viol count || 0
|-
| Number of buffers inserted by port buffering || 10
|-
| Initial antenna violation count || 0
|-
| Slew Limit Headroom || 91.69%
|-
| Biggest register || shift_register
|-
| Number of warnings the tools reported || 25
|-
| Reg2Reg Launch Point || shift_register[1]$_DFF_P_
|-
| Arrival time at the worst endpoint || between 0.7 and 0.8 ns
|-
| Fin worst setup slack || roughly 0.086 ns
|-
| Routed wire length || approximately 520 µm
|-
| Pin count of the biggest net entering global routing || 8
|-
| Setup total negative slack || 0 ns
|-
| Via density per instance || between 2 and 2.5
|-
| Portion of the clock cycle consumed by the worst path in the final layout || between 90% and 100%
|-
| Chip area estimate from yosys synthesis || 276.5 µm²
|-
| Cell Count, Final, Fillers Out || 75
|-
| Final number of max-transition violations || 0
|-
| Core Area || around 3400 µm²
|-
| Clock Sink Count || 8
|-
| Standard-cell row count || 21
|-
| Crit path capture || serial_out
|-
| Final clock skew || around 0.0014 ns
|-
| PD cells || between 1000 and 1500 nW/µm²
|-
| Flop and latch count out of synthesis || 8
|-
| HPWL Detailed || 436.9 µm
|-
| Largest incremental delay on the critical path || 0.31 ns
|-
| Worst min path class || primary input to flop
|-
| Die height || roughly 80 µm
|-
| Static leakage || about 0.20 nW
|-
| Area Overhead vs Synth || 69.68%
|-
| Post-DRT Antenna Nets || 0
|-
| Leading area contributor after synthesis || dfxtp_1
|-
| Clock edge transition at the registers on the reported setup and hold paths || 0.05 ns
|-
| Synthesized instance count || 16
|}
-- cell usage in the layout (no fill, tap or decap) --
master           n
clkbuf_4         3
dfxtp_1          7
buf_12           1
clkdlybuf4s15_1  1
dfxtp_2          1
clkdlybuf4s50_1  8
mux2_4           7
dlymetal6s2s_1   1
-- kinds of logic (layout without fill, tap and decap cells) --
logic type | Yosys count | count (layout) | share of synthesized area, %
buffers and inverters | 1 | 14 | 4.072
DFF | 8 | 8 | 57.92
muxes | 7 | 7 | 38.01
-- repair_timing --
action | 4_1_cts | 5_1_grt
buffers inserted | 0 | 0
gates resized | 1 | 3
endpoints found under the setup margin | 1 | 3
-- metrics by stage --
step	util, %	hold slack, ns
floorplan	-	0.2277
global placement	12.97	0.4386
detailed placement	12.97	0.4425
CTS	13.59	0.3916
global route	13.74	0.3923
finish	13.74	0.3958
-- worst min-delay path by stage --
stage,from,endpoint,slack [ns],cells past startpoint
CTS,parallel_in[7],shift_register[7]$_DFF_P_,0.39,1
global route,parallel_in[7],shift_register[7]$_DFF_P_,0.39,1
finish,parallel_in[7],shift_register[7]$_DFF_P_,0.40,1
-- metal layers --
layer	vias to the layer above	part of all wire (%)	GRT usage, %
li1	82	-	-
met1	68	47	1.955
met2	12	29	1.685
met3	0	23	2.841
met4	0	0	0.1761
met5	-	0	0
-- synthesized netlist by cell type, drive strengths merged --
| cell type | count |
|---|---|
| mux2 | 7 |
| dfxtp | 8 |
| buf | 1 |
-- cell type report --
class                   count  area, µm²
fillers                   392       2947
well taps                  46      57.56
multi-input cells           7      105.1
flip-flops and latches      8      161.4
clock buffers               3      22.52
repair buffers             11      122.6
-- report_power, final --
part / internal (mW) / switching [mW]
clock: 0.137 / 0.102
sequential: 0.350 / 0.00713
combinational: 0.0816 / 0.0194
Power figures rest on the tool's default switching activity, not on a simulated workload.
